==> design/flow/design.v <==
`timescale 1ns / 1ps
module data_memory(
        input clk, 
        input [31:0] Address,
        input [31:0] WriteData,
        input MemWrite, MemRead,
        output [31:0]ReadData
    );
    reg [31:0] memory [0:255];
    always @(posedge clk) begin
    if (MemWrite)
      memory[Address[9:2]] <= WriteData;  
    end
     assign ReadData = MemRead ? memory[Address[9:2]] : 32'b0;
endmodule
==> design/flow/run.sh <==
#!/bin/bash
# OpenROAD 26Q1-2900-gdf79404cd8, Yosys 0.63+post, stock flow scripts
make -C /OpenROAD-flow-scripts/flow DESIGN_CONFIG=/design/flow/config.mk WORK_HOME=/design/flow/orfs finish
==> design/flow/config.mk <==
export PLATFORM = sky130hd
export DESIGN_NAME = data_memory
export DESIGN_NICKNAME = data_memory
export VERILOG_FILES = /design/flow/design.v
export SDC_FILE = /design/flow/constraint.sdc
export NUM_CORES = 4
export LEC_CHECK = 1
export CORE_UTILIZATION = 50
export SYNTH_MEMORY_MAX_BITS = 65536
==> design/flow/constraint.sdc <==
current_design data_memory

set clk_period 55.9
set clk_io_pct 0.2

create_clock -name clk0 -period $clk_period [get_ports {clk}]

set non_clock_inputs [all_inputs -no_clocks]
set_input_delay [expr $clk_period * $clk_io_pct] -clock clk0 $non_clock_inputs
set_output_delay [expr $clk_period * $clk_io_pct] -clock clk0 [all_outputs]
==> impl_metrics.ini <==
; synthesis and place-and-route metrics
[status]
run_status = finished, final reports clean

[flow_run]
max_cap_violations = 0
tool_warnings = 59

[sta]
fin_setup_tns_ps = 0
slew-limit-headroom_pct = 22.7
post-route-period-util_pct = 55.3
worst-slew-pin-transition_ps = 1160
setup_repair_after_global_routing_missed_its_margin = false
finalWorstSetupSlack_ps = 24960
timing.final.max_slew_violations = 0
hold_viol = 0
fmax_ghz = 0.0323
setup_viol_count_final = 0
holdWs_ps = 10410
period_needed_ps = 30940

[critical_path]
worstSetupStartpointType = input port
critical_path_peak_fanout = 76
critical_path_required_ps = 44720
critPathCaptureType = output pin
timing.critical_path.from = Address[3]
worst-setup-path-type = in2out
endpoint_arrival_time_on_the_critical_path_ps = 19760

[cells_and_area]
syn2layout_area_growth_pct = 13.0
finalCoreUtilization_pct = 56.8
drive_above_1_share_pct = 22.6
flip_flop_count_of_the_largest_register_after_layout = 8192

[synthesis]
postSynth.topFlopCell = sky130_fd_sc_hd__edfxtp_1
synth-seq-area-share_pct = 78.3
ys_chip_area_um2 = 314000
avgSynthCellArea_um2 = 20.5
ys_cells = 15300
yosys_warnings = 1
flip_flops_with_a_built_in_enable = 8192
ys.flops = 8192
synth-async-reset-ratio_pct = 0
yosysUniqueCellTypes = 56
postSynthCellCount = 15300
synth_cell_area_um2 = 314000

[drt]
routedWlPerCell_um = 35.0
drt_pre_antenna_iters = 6
routed-via-count = 156000
drt-vias-per-instance = 6.21
initialDrtViolationCount = 10700
wl_um = 881000
detail-route-antenna-nets = 0
remaining_drc_errors = 0

[pwr]
net_switching_fraction_of_the_power_pct = 21.7
p_clk_share_pct = 41.2
cell_area_power_density_nw_per_um2 = 35.4
vdd.ir_drop.worst_mv = 0.0377
internal_power_w = 0.00984
power.net_switching_w = 0.00272
share_of_power_burned_in_combinational_logic_pct = 4.9
p_leak_nw = 113
pwr-share-seq_pct = 53.9

[die]
initCoreUtil_pct = 50.3
die_height_um = 795
ios = 99
die_width_um = 795
fp-row-count = 290
core_region_area_um2 = 625000
die_area_um2 = 631000

[grt]
grt_start_max_net_pins = 126
global_route_wire_length_before_repair_um = 1240000
grt_antenna_before_repair = 43
gr-total-overflow = 0
first_global_vias = 167000
global_route_usage_over_all_layers_pct = 31.6

[clocking]
cts_num_sinks = 8192
cts.clk_slew.worst_paths_ps = 60
ctsHtreeMaxLevel = 6
ctsResizeCount = 0
cts.hold.buffers_added = 0
cts_root_buffer = sky130_fd_sc_hd__clkbuf_16
post_cts_buffers = 0
tritoncts.num_buffers = 812
cts_tree = built
cts_buffer_depth = 4

[placement]
gpl.final_weighted_congestion = 0.893
placement.io_buffers = 74
post-place-ws_ps = 24910
post-dp-hpwl_um = 503000

[hold_path]
hold_path.startpoint = WriteData[24]
min-delay-path-class = in2reg
==> stage by stage <==
stage               total power, W  area, um2  cells
floorplan                  0.00719     314000  15300
global placement           0.00751     330000  23600
detailed placement         0.00751     330000  23600
CTS                         0.0126     355000  25100
global route                0.0129     355000  25100
finish                      0.0126     355000  25200
==> worst paths after layout <==
check / depth (start not counted) / endpoint / slack [ps]
max: 19 / ReadData[24] / 24960
min: 1 / memory[184][24] / 10410
==> critical path: stages <==
cell and delay (ps):
sky130_fd_sc_hd__buf_16 290, sky130_fd_sc_hd__buf_4 540, sky130_fd_sc_hd__buf_4 570, sky130_fd_sc_hd__buf_4 690
sky130_fd_sc_hd__buf_12 400, sky130_fd_sc_hd__buf_4 650, sky130_fd_sc_hd__buf_4 590, sky130_fd_sc_hd__buf_4 560
sky130_fd_sc_hd__buf_4 580, sky130_fd_sc_hd__buf_4 560, sky130_fd_sc_hd__mux2_2 260, sky130_fd_sc_hd__o21ai_0 80
sky130_fd_sc_hd__a21oi_1 400, sky130_fd_sc_hd__a2111oi_0 200, sky130_fd_sc_hd__buf_4 190, sky130_fd_sc_hd__nand3_1 90
sky130_fd_sc_hd__a21oi_1 80, sky130_fd_sc_hd__a2111oi_1 840, sky130_fd_sc_hd__clkdlybuf4s50_1 620
==> per-layer routing <==
| metal | up-vias | routed length, um | track usage [%] |
|---|---|---|---|
| met2 | 10600 | 397000 | 42.7 |
| met4 | 71 | 38800 | 10.1 |
| li1 | 65700 | - | - |
| met3 | 1520 | 177000 | 27.2 |
| met1 | 78400 | 266000 | 39.2 |
| met5 | - | 2120 | 2.79 |
==> placed cells by master, fill, tap and decap left out, drive strengths merged, types with 167 or more instances in the layout <==
cell / count
nor2: 480
o21ai: 354
nand2: 167
buf: 898
a21oi: 383
a2111oi: 186
mux4: 1154
o22ai: 416
clkbuf: 1034
clkinv: 382
nand3: 181
mux2i: 1418
edfxtp: 8192
mux2: 348
a211oi: 181
nor2b: 192
==> final cells by class <==
cell class / instances / area (um2)
diodes: 35 / 87.6
clock buffers: 1033 / 21300
multi-input cells: 6184 / 65800
clock inverters: 459 / 3700
flip-flops and latches: 8192 / 246000
repair buffers: 933 / 7580
inverters: 3 / 18.8
fillers: 45400 / 270000
well taps: 8322 / 10400
==> synthesized netlist by cell type, types with 82 or more instances <==
master                      number  area (um2)
sky130_fd_sc_hd__nand3_1       181         906
sky130_fd_sc_hd__nand4_1       135         845
sky130_fd_sc_hd__a211oi_1      181        1360
sky130_fd_sc_hd__mux2i_1      1418       14200
sky130_fd_sc_hd__nor2b_1       192        1200
sky130_fd_sc_hd__clkbuf_1      378        1420
sky130_fd_sc_hd__buf_4          98         736
sky130_fd_sc_hd__o21ai_0       349        1750
sky130_fd_sc_hd__a221oi_1      126        1100
sky130_fd_sc_hd__a21oi_1       383        1920
sky130_fd_sc_hd__nor2_1        480        1800
sky130_fd_sc_hd__a2111oi_0     155        1360
sky130_fd_sc_hd__mux2_2        348        3920
sky130_fd_sc_hd__mux4_2       1154       26000
sky130_fd_sc_hd__o22ai_1       416        2600
sky130_fd_sc_hd__edfxtp_1     8192      246000
sky130_fd_sc_hd__nor4_1         82         513
sky130_fd_sc_hd__nand2_1       167         627
sky130_fd_sc_hd__buf_2         325        1630
==> power by group through the flow <==
stage	clock network [W]	logic, W	registers, W
after global routing	0.00547	0.000648	0.00677
after CTS	0.00524	0.000610	0.00677
final	0.00517	0.000611	0.00677
==> logic make-up (layout without fill, tap and decap cells) <==
logic type,after synthesis,in the layout,share of synthesized area (%)
buf+inv,927,2428,1.51
compound gates,1877,1877,3.93
other cells,0,35,0
flops,8192,8192,78.3
simple gates,1387,1387,2.22
mux,2920,2920,14.0
No activity file was given, so power comes from the tool's default toggle rates.
