File: design/flow/run.sh
#!/bin/bash
# OpenROAD 26Q1-2900-gdf79404cd8, Yosys 0.63+post, stock flow scripts
make -C /OpenROAD-flow-scripts/flow DESIGN_CONFIG=/design/flow/config.mk WORK_HOME=/design/flow/orfs finish
File: design/flow/config.mk
export PLATFORM = sky130hd
export DESIGN_NAME = alu_
export DESIGN_NICKNAME = alu_
export VERILOG_FILES = /design/flow/design.v
export SDC_FILE = /design/flow/constraint.sdc
export NUM_CORES = 4
export LEC_CHECK = 1
export CORE_UTILIZATION = 30
File: design/flow/constraint.sdc
current_design alu_

set clk_period 15.6
set clk_io_pct 0.2

create_clock -name clk0 -period $clk_period

set non_clock_inputs [all_inputs -no_clocks]
set_input_delay [expr $clk_period * $clk_io_pct] -clock clk0 $non_clock_inputs
set_output_delay [expr $clk_period * $clk_io_pct] -clock clk0 [all_outputs]
File: design/flow/design.v
`timescale 1ns / 1ps
module alu_(
      input [31:0] a,b, 
      input [2:0] control, 
      output reg [31:0] result, 
      output zero
    );
    assign zero = (result == 0);
    always @(*) begin
        case (control)
            3'b000: result = a & b;
            3'b001: result = a | b;
            3'b010: result = a + b;
            3'b110: result = a - b;
            3'b111: result = (a < b) ? 1 : 0;
            default: result = 32'bx;
        endcase
    end
endmodule
==> impl_metrics.toml <==
# implementation run metrics
[run_status]
outcome = "finished clean"

[routing]
vias_per_cell = 5.60
wirelength_um = 20900
wire_per_inst_um = 18.6
antenna_cells = 0
wl_met1_um = 9660
drt_iter0_drc = 693
dr_wl_met2_um = 9150
drc_errors = 0
drtPass1Iterations = 5
highest_layer = "met4"
route.met3.wl_um = 1430
vias = 6282
drtAntennaViolNets = 0

[power_and_ir_drop]
power.switching_w = 0.000144
sequentialPowerShare = 0
pwr-share-comb = 1.000
p_int_w = 0.000106
power.total_w = 0.000249
irDropWorstVdd_v = 0.0000138
p_sw_frac = 0.576
clkPwrFrac = 0
powerDensity_nw_per_um2 = 38.0
p_leak_nw = 2.80

[synth]
syn_inst = 838
ys_warn_count = 1
synth_top_cell_by_count = "ha_1"
avgSynthCellArea_sq_um = 6.48
ys_area_sq_um = 5430
yosys-top-cells-area = "ha_1 (24%), a21oi_1 (8.1%), inv_1 (6.5%)"
top_cell_area_share = 0.242
top_cells_by_count = "ha_1 (105), inv_1 (94), a21oi_1 (88)"
ys_cells = 838
synth_area_leader_cell = "ha_1"
ys_seq_frac = 0
synthesis.area_sq_um = 5430
synth.distinct_cells = 73

[final_timing]
hold_violations = 0
min_period_over_period = 0.720
tns_ps = 0
layout_min_cycle_time_ps = 11230
worst_pin_slew_ps = 764
max_freq_ghz = 0.0891
setup_viol = 0
slew_viol_final = 0
rsz0062_at_grt = "false"
maxSlewHeadroom = 0.489

[setup_path]
cp.arrival_ps = 8110
end_kind = "primary output"
crit_fanout = 9
required_ps = 12480
slowest_delay_ps = 640
start_kind = "primary input"
crit_type = "primary input to primary output"
path_cells = "clkdlybuf4s50_1, inv_1, ha_1, inv_1, a211oi_1, a21oi_2, o31ai_2, nor3_1, or2_1, xnor2_1, a221o_1, or4_1, nor3_1, nor4bb_1, and4bb_1, clkdlybuf4s50_1"
critPathSlowestCell = "o31ai_2"

[place]
portBuffers = 100
hpwl_um = 16500
gp_congestion = 0.977

[global_routing]
antenna_found_initial = 0
gr-total-overflow = 0
track_usage = 0.228
grt_start_max_net_pins = 58
grt_pass1_vias = 5767
grt_pass1_wl_um = 32600

[final_layout]
n_sequential_cell = 0
n_fill_cell = 1872
seq_area_sq_um = 0
drive_above_1_share = 0.0301
syn2layout_area_growth_pct = 21.0
nClkBuffers = 0

[die]
die_area_sq_um = 18600
std_cell_rows = 48
pin_count = 100
core_area_sq_um = 17500
die_h_um = 137
fp_util = 0.311
die_x_um = 137

[job]
drv_cap = 0
warning_count = 105

[clocking]
cts_hold_buffers = 0
postCtsSetupBuffers = 0
post_cts_resized = 0

[hold_path]
hp-class = "primary input to primary output"
per-stage QoR:
stage | hold WS, ps | instances | setup slack [ps] | area [sq um] | utilization
2_1_floorplan | 6490 | 838 | 6190 | 5430 | -
3_3_place_gp | 7270 | 1121 | 4460 | 6570 | 0.376
3_5_place_dp | 7260 | 1121 | 4490 | 6570 | 0.376
4_1_cts | 7270 | 1121 | 4450 | 6570 | 0.376
5_1_grt | 7350 | 1121 | 4100 | 6570 | 0.376
6_report | 7240 | 1121 | 4370 | 6570 | 0.376
layout by cell type (no fill, tap or decap), drive strengths merged, types with 11 or more instances in the layout:
master	netlist	routed
o21ai	51	51
clkdlybuf4s50	0	99
inv	95	95
nor2	85	85
xnor2	33	33
nand4	11	11
nor3	22	22
nand3	20	20
o221ai	11	11
a211oi	11	11
nand2	52	52
a31oi	18	18
o21bai	14	14
ha	105	105
nor4	13	13
o31ai	20	20
a21oi	89	89
power by group through the flow:
stage	Combinational, W	Clock (W)	Sequential [W]
4_1_cts	0.000247	0	0
5_1_grt	0.000273	0	0
6_report	0.000249	0	0
path summary, 6_finish.rpt:
path / endpoint / cells after the start / slack, ps / startpoint
worst min-delay path: result[1] / 5 / 7240 / control[1]
worst max-delay path: zero / 16 / 4370 / a[5]
layout make-up:
cell class	count	area (sq um)	share of cell area
inverters	97	364	0.0555
well taps	225	282	0.0429
repair buffers	109	1060	0.162
multi-input cells	690	4860	0.740
layer usage:
layer	up-vias	GRT usage
met4	0	0.0586
met1	2866	0.336
met2	247	0.354
li1	3134	-
met3	35	0.0204
met5	-	0
critical path, delay by kind of cell:
family	cells	cell delay, ps
adders and majority gates	1	450
buffers and inverters	4	1200
and+or+nand+nor	6	1620
AOI/OAI and AO/OA	4	1590
xor gates and xnor gates	1	130
cell families (layout without fill, tap and decap cells):
group,Yosys count,after routing,synth area share
AND/OR/NAND/NOR,248,248,0.219
buffers and inverters,148,206,0.106
AND-OR/OR-AND,293,293,0.357
XOR/XNOR,37,37,0.0597
multiplexers,5,5,0.00945
adder cells (fa/ha/maj),107,107,0.249
Power figures rest on the tool's default switching activity, not on a simulated workload.
