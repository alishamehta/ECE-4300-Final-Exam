--- flow/design.v ---
`timescale 1ns / 1ps
module register(
        input clk,rst,regwrite,
        input [4:0] rs,
        input [4:0] rt,
        input [4:0] rd,
        input [31:0] writedata,
        output [31:0] A_readdat1,
        output [31:0] B_readdat2
    );
     reg [31:0] regs [0:31];
    integer i;
    initial 
    begin
        for (i = 0; i < 32; i = i + 1)
            regs[i] = 0;
    end
    assign A_readdat1 = regs[rs];  
    assign B_readdat2 = regs[rt];  
    always @(posedge clk) 
    begin
        if (regwrite && rd != 0) 
        begin
            regs[rd] <= writedata;
        end
    end 
endmodule
--- flow/run.sh ---
#!/bin/bash
# OpenROAD 26Q1-2900-gdf79404cd8, Yosys 0.63+post, stock flow scripts
make -C /OpenROAD-flow-scripts/flow DESIGN_CONFIG=/design/flow/config.mk WORK_HOME=/design/flow/orfs finish
--- flow/config.mk ---
export PLATFORM = sky130hd
export DESIGN_NAME = register
export DESIGN_NICKNAME = register
export VERILOG_FILES = /design/flow/design.v
export SDC_FILE = /design/flow/constraint.sdc
export NUM_CORES = 4
export LEC_CHECK = 1
export CORE_UTILIZATION = 30
--- flow/constraint.sdc ---
current_design register

set clk_period 10.0
set clk_io_pct 0.2

create_clock -name clk0 -period $clk_period [get_ports {clk}]

set non_clock_inputs [all_inputs -no_clocks]
set_input_delay [expr $clk_period * $clk_io_pct] -clock clk0 $non_clock_inputs
set_output_delay [expr $clk_period * $clk_io_pct] -clock clk0 [all_outputs]
==> results_slide.txt <==
Implementation Results

Floorplanning
  – Die X: 405 um
  – Die height: 405 um
  – Pre-Place Util: 30.3%
  – I/O pin cnt: 114
  – Row Count: 147
  – Chip area: 0.164 mm2
  – CORE AREA: 0.161 mm2

Worst hold path
  – Worst hold path class: in -> reg
  – Min-delay src: writedata[3]

Finish
  – Most instantiated logic cells after routing: mux2i_1, edfxtp_1, nand3_1
  – Area growth syn-to-layout: 14.1%
  – Layout cell share with drive strength beyond 1: 8.39%
  – Max reg flops: 1024
  – Reg with most FFs: regs
  – Top flop regs: regs (1024)

Timing
  – RSZ-0062 raised after global routing: false
  – Tmin final: 7.63 ns
  – Setup TNS: 0 ns
  – Actual transition at the worst max-transition pin: 1.02 ns
  – Worst slew margin: 32.0%
  – Final Slew Violations: 0
  – F_max: 131 MHz
  – Final hold vios: 0
  – Final setup fails: 0
  – Final period util: 76.3%

Global route
  – Largest net degree at the start of global routing: 99
  – Total grt overflow: 0
  – Total track usage: 18.8%
  – Vias in the first global route: 31.5k
  – Initial antenna violation count: 14
  – First-pass GRT wire length: 210 mm

Routing
  – Vias per inst: 5.32
  – Via count: 30.5k
  – Detailed Route WL: 148 mm
  – Antenna-violating nets left: 0
  – Drc violations: 0
  – Avg WL per Cell: 25.7 um
  – Drt first pass iters: 7
  – Initial DRC count: 1915

Logic synthesis
  – Yosys stat cell total: 3386
  – Yosys Chip Area: 0.0488 mm2
  – Mapped Area: 0.0488 mm2
  – Yosys reg bits: 1024
  – Mapped Avg Cell Area: 14.4 um2
  – Synth cell types: 24
  – Synthesized instance count: 3386
  – Ys Warns: 1
  – Synth Seq Share: 63.1%

Flow run
  – # Max-Cap Violations: 0
  – Tool warnings: 27

Clock tree
  – Number of CTS-inserted buffers: 102
  – TritonCTS clock tree: built
  – Post-CTS Hold Buffers: 0
  – Clock Sinks: 1024
  – Clk buf depth: 3
  – Worst-path clk slew: 0.06 ns
  – H-tree Lvls: 3
  – Post-CTS sizing: 0
  – Postcts setup bufs: 0
  – CTS root buffer: clkbuf_16

Power and ir drop
  – Max VDD drop: 0.124 mV
  – Leakage power: 20.1 nW
  – Total Power: 9.36 mW
  – Pwr/cell area: 168 mW/mm2

Placement
  – DP HPWL: 79.0 mm
  – I/O Buffers: 112
  – Gp weighted congestion: 0.842

Critical path
  – Critical Path AT: 5.63 ns
  – Critical path origin: rt[0]
  – WS Path Type: in -> out
  – Crit start category: input pin
  – CP required: 8.00 ns
  – Critical Path End Type: output pin
  – Crit-path max FO: 37

Outcome
  – Status: completed
-- layout make-up --
cell class / instances / area [um2]
fillers: 15233 / 105000
flip-flops and latches: 1024 / 30700
multi-input cells: 2140 / 16900
well taps: 2160 / 2700
clock buffers: 126 / 2690
repair buffers: 229 / 2150
clock inverters: 55 / 453
diodes: 2 / 5.00
-- worst max-delay path, cell delays in order --
cell	delay [ns]
clkdlybuf4s50_1	0.63
nor2b_4	0.88
buf_4	0.69
a22o_1	0.25
nor3_1	0.05
a31oi_1	0.28
nand3_1	0.30
clkdlybuf4s50_1	0.50
-- cells in the mapped netlist (all sizes together) --
master	number	area, um2
edfxtp	1024	30700
mux2i	1024	10200
nand2	195	732
nand3	194	971
a21oi	192	961
a22oi	192	1440
buf	167	1200
a22o	128	1120
clkbuf	86	338
a31oi	64	400
nor3	64	320
nor2	34	128
nand3b	5	37.5
nand2b	4	25.0
nor2b	4	25.0
or3b	3	26.3
and2	2	12.5
or2	2	12.5
conb	1	3.75
or3	1	6.26
-- kinds of logic after synthesis --
| kind of cell | Yosys count | share of synthesized area [%] |
|---|---|---|
| AND-OR/OR-AND | 576 | 8.05 |
| other | 1 | 0.00769 |
| flip-flops | 1024 | 63.1 |
| multiplexers | 1024 | 21.0 |
| buffers and inverters | 253 | 3.15 |
| AND/OR/NAND/NOR | 508 | 4.71 |
-- per-layer routing --
layer	vias to the layer above	part of all wire [%]	track usage [%]	wire length (um)
met1	14964	36	22.7	53700
met3	244	16	13.2	23300
met2	1669	45	27.5	66200
li1	13590	-	-	-
met4	32	2.7	4.31	4040
met5	-	0.28	1.25	416
-- final timing paths --
path                        endpoint  slack (ns)  cells past startpoint
worst max-delay path  B_readdat2[13]        2.37                      8
worst min-delay path     regs[26][3]        2.10                      2
-- through the flow --
stage          cells  setup WS [ns]  util, %  hold WS [ns]  instance area [um2]
2_1_floorplan   3417           4.95        -          2.10                48900
3_3_place_gp    5553           2.40     32.6          2.83                52500
3_5_place_dp    5553           2.38     32.6          2.83                52500
4_1_cts         5734           2.39     34.6          2.07                55600
5_1_grt         5735           2.28     34.6          2.10                55600
6_report        5736           2.37     34.6          2.10                55600
-- where the power goes --
group | total (mW) | switching [mW] | leakage [nW] | internal (mW)
clock | 3.67 | 1.62 | 1.54 | 2.05
sequential | 4.81 | 0.0238 | 9.25 | 4.79
combinational | 0.874 | 0.541 | 9.30 | 0.333
total | 9.36 | 2.18 | 20.1 | 7.17
No activity file was given, so power comes from the tool's default toggle rates.
